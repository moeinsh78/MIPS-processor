**flow/constraint.sdc**
```tcl
current_design superReg3

set clk_period 1.0
set clk_io_pct 0.2

create_clock -name clk0 -period $clk_period [get_ports {clk}]

set non_clock_inputs [all_inputs -no_clocks]
set_input_delay [expr $clk_period * $clk_io_pct] -clock clk0 $non_clock_inputs
set_output_delay [expr $clk_period * $clk_io_pct] -clock clk0 [all_outputs]
```
**flow/run.sh**
```bash
#!/bin/bash
# OpenROAD 26Q1-2900-gdf79404cd8, Yosys 0.63+post, stock flow scripts
make -C /OpenROAD-flow-scripts/flow DESIGN_CONFIG=/design/flow/config.mk WORK_HOME=/design/flow/orfs finish
```
**flow/design.v**
```verilog
`timescale 1ns/1ns
module superReg3(input [3:0]cntIn,input [31:0]ALUResIn,WDataIn,input [4:0]DstRegIn,input clk,
  output reg [3:0]cntOut,output reg [31:0]ALUResOut,WDataOut,output reg [4:0]DstRegOut);
  always@(posedge clk) begin
    cntOut <= cntIn;
    ALUResOut <= ALUResIn;
    WDataOut <= WDataIn;
    DstRegOut <= DstRegIn;
  end
endmodule
```
**flow/config.mk**
```make
export PLATFORM = sky130hd
export DESIGN_NAME = superReg3
export DESIGN_NICKNAME = superReg3
export VERILOG_FILES = /design/flow/design.v
export SDC_FILE = /design/flow/constraint.sdc
export NUM_CORES = 4
export LEC_CHECK = 1
export CORE_UTILIZATION = 40
```
==> run_results.csv <==
group,metric,value,unit
synthesis,ys_cells,73,
floorplan,row_count,21,
floorplan,die.size.y,62.4,um
floorplan,core_util_floorplan,42.8,%
status,error,"[ERROR DPL-0036] Detailed placement failed.",
synthesis,yosys_warnings,1,
status,status,"did not finish",
placement,gp_congestion,0.798,
synthesis,avgSynthCellArea,20.0,um2
synthesis,synth_cells,73,
status,stop_stage,"detailed placement (3_5_place_dp)",
placement,io_buffers,146,
synthesis,yosysUniqueCellTypes,1,
synthesis,ys.flops,73,
synthesis,synth_seq_share,100,%
floorplan,die_w,62.4,um
synthesis,ys_area,1460,um2
floorplan,ios,147,
synthesis,synth.cell_area,1460,um2
## kinds of logic after synthesis
logic type and share of synthesized area [%]:
DFF 100
## synth_stat cells, drive strengths merged
library cell / count / area, um2
dfxtp: 73 / 1460
## stage by stage
stage	area (um2)	worst slack (ps)	cells	hold WS, ps	power [uW]
after floorplan	1460	538	73	228	3120
after global placement	2980	21.3	265	649	3700
No activity file was given, so power comes from the tool's default toggle rates.
