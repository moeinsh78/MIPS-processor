**flow/config.mk**
```make
export PLATFORM = sky130hd
export DESIGN_NAME = RegFile
export DESIGN_NICKNAME = RegFile
export VERILOG_FILES = /design/flow/design.v
export SDC_FILE = /design/flow/constraint.sdc
export NUM_CORES = 4
export LEC_CHECK = 1
export CORE_UTILIZATION = 50
```
**flow/design.v**
```verilog
`timescale 1ns/1ns
module RegFile(input clk,input RegWrite,input [4:0]readReg1,readReg2,writeReg,input[31:0]writeData,output [31:0]readData1,readData2);
  reg [31:0]Registers[0:31];
  integer k;
	initial begin
	 for (k = 0; k < 32; k = k + 1)begin
	   Registers[k] = 0;
	 end
	end
	always @(negedge clk)
	begin
		if (RegWrite == 1) 
		begin
		  if(writeReg == 0) Registers[writeReg] <= 32'b00000000000000000000000000000000;
		  else Registers[writeReg] <= writeData;
		end
	end
	assign readData1 = Registers[readReg1];
	assign readData2 = Registers[readReg2];
endmodule
```
**flow/constraint.sdc**
```tcl
current_design RegFile

set clk_period 6.4
set clk_io_pct 0.2

create_clock -name clk0 -period $clk_period [get_ports {clk}]

set non_clock_inputs [all_inputs -no_clocks]
set_input_delay [expr $clk_period * $clk_io_pct] -clock clk0 $non_clock_inputs
set_output_delay [expr $clk_period * $clk_io_pct] -clock clk0 [all_outputs]
```
**flow/run.sh**
```bash
#!/bin/bash
# OpenROAD 26Q1-2900-gdf79404cd8, Yosys 0.63+post, stock flow scripts
make -C /OpenROAD-flow-scripts/flow DESIGN_CONFIG=/design/flow/config.mk WORK_HOME=/design/flow/orfs finish
```
==> run notes <==
Figures from the implementation reports.

- The site row count is 114.
- The post-synthesis sequential area ratio reads 62.7%.
- The largest individual stage delay along the critical path comes from the cell sky130_fd_sc_hd__edfxtp_1.
- The cell type with the highest aggregate area in the netlist reads sky130_fd_sc_hd__edfxtp_1.
- The quantity of hold-fixing buffers added after cts reads 0.
- The pin count of the biggest net entering global routing reads 77.
- The sum of overflow across all layers after global routing is 0.
- The synthesized instance count reads 3422.
- The wire length after detailed routing reads 156 mm.
- The aggregate negative setup slack is -4920 ps.
- The endpoint type of the worst setup path reads an output port.
- Per STA, the worst path is made up of mux2i_1 -> a22o_1 -> nor3_2 -> a31oi_2 -> nand3_1 -> buf_2.
- The number of fill cells in the layout is 6598.
- The number of optimization iterations in the first detailed-route pass is 18.
- The vertical die dimension reads 315 um.
- The final routed wire length divided by cell count reads 25.9 um.
- The synthesis stat section lists a flop and latch total of 1024.
- Max fanout on the critical path was recorded as 2.
- The number of I/O pins is 113.
- In the final layout, the registers with the most flip-flops are Registers: 1024 flops.
- The worst hold path stage count reads 6.
- The global-route total usage across every layer reads 34.9%.
- The number of hold violations in the final report is 0.
- The area fraction of the dominant cell type after synthesis is 62.7%.
- The timing report gives the biggest stage delay along the critical path as 370 ps.
- The number of sinks driven by the clock tree is 1024.
- After detailed placement, the total cell area comes to 53800 sq um.
- More flip-flops sit in one register than any other, and that register is Registers.
- The number of H-tree branching levels is 3.
- The count of unique library cells instantiated by Yosys is 25.
- The root cell of the clock tree reads sky130_fd_sc_hd__clkbuf_16.
- The number of cells in the yosys synthesis report reads 3422.
- Across all checked pins, the minimum headroom to the slew limit is 38.3%.
- The final count of negative-setup-slack endpoints reads 57.
- The via count of the first global-routing pass came to 38800.
- The maximum resistive drop on vdd is 268 uV.
- The launch instance of the worst min-delay path reads readReg1[1].
- The number of vias per cell after detailed routing reads 5.86.
- The power density over cell area is 293 nW/um^2.
- The first global-routing pass estimated 228 mm of wire.
- The post-DP HPWL is 92.3 mm.
- The buffers plus inverters on the worst setup path is 1.
- The area added between synthesis and finish is 27.2%.
- The checks that failed: setup timing.
- The residual DRC count is 0.
- The required time at the worst-slack endpoint reads 5120 ps.
- The critical path in the final layout is reported with a setup slack of -171 ps.
- The max-capacitance violation count is 0.
- The register with the most flip-flops in the layout has 1024 of them.
- The type of the worst min-delay path reads input port to output port.
- Setup repair after global routing could not meet its margin everywhere.
- The kind of critical path reads flip-flop to output port.
- Across all stage logs, warnings added up to 1030.
- The tally of nets with antenna violations remaining after routing is 0.
- The final cell utilization of the core is 64.4%.
- In the post-synthesis netlist, the biggest area contributors are sky130_fd_sc_hd__edfxtp_1 (63%), sky130_fd_sc_hd__mux2i_1 (21%), sky130_fd_sc_hd__a22oi_1 (2.9%).
- The final report gives the standard cell area, fillers excluded, as 62300 sq um.
- The area of the core is 96900 sq um.
- The number of buffers created by CTS reads 112.
- TritonCTS built the clock tree.
- The count of flip-flops with a built-in enable after synthesis reads 1024.
- The share of cells above drive strength 1 is 14.3%.
- Once the floorplan was initialized, standard cells occupied 50.6% of the core.
- In this run the cell area of the synthesized design comes to 49000 sq um.
- The kind of cell adding the most delay to the critical path is AND-OR/OR-AND gates.
- In the synthesized netlist, the cells that appear most often are sky130_fd_sc_hd__edfxtp_1 (1024), sky130_fd_sc_hd__mux2i_1 (1024), sky130_fd_sc_hd__nand2_1 (194), sky130_fd_sc_hd__nand3_1 (194).
- The pin slew with the least headroom to its limit is 926 ps.
- The x dimension of the die is 315 um.
- Hold is met by 3520 ps.
- The buffer depth of the longest clock path reads 3.
- In the synthesized netlist the async set-or-reset flop fraction comes to 0%.
- The commonest register cell after synthesis reads sky130_fd_sc_hd__edfxtp_1.
- The clock input transition at the sequential cells of the worst setup and hold paths is 30 ps.
- The number of inserted diodes is 0.
- The post-synthesis average cell area is 14.3 sq um.
- The number of antenna violations at the first check in global routing is 3.
- The worst setup slack after placement reads -141 ps.
- The flow ran to the end, but the final reports show violations.
- The kind of start point of the critical path is a flip-flop.
- The OpenROAD report gives the critical path a data arrival time of 5290 ps.
- The total via count in the routed design reads 35300.
- The port buffer count is 112.
- After its last routability iteration, the placer logged a weighted congestion of 0.900.
- The area enclosed by the die boundary is 99300 sq um.
- The number of violations reported at the end of detailed-routing iteration 0 reads 2172.
- The analysis attributes to cell leakage a power of 26.0 nW.
- The area figure in the yosys stat output reads 49000 sq um.
- The endpoint of the worst hold-timing path reads readData1[6].
- Warnings reported by Yosys during synthesis add up to 1.
- The max-slew violation total from the final report is 0.
==> placed cells by master (no fill, tap or decap), types with 4 or more instances in the layout <==
cell type                         netlist  layout
sky130_fd_sc_hd__inv_4                  0       9
sky130_fd_sc_hd__buf_6                 40      22
sky130_fd_sc_hd__a31oi_1               64      14
sky130_fd_sc_hd__nand3_1              194     156
sky130_fd_sc_hd__a31oi_4                0       6
sky130_fd_sc_hd__nor3_4                 0       8
sky130_fd_sc_hd__a31oi_2                0      44
sky130_fd_sc_hd__a22o_1               128     128
sky130_fd_sc_hd__a22oi_1              192     191
sky130_fd_sc_hd__inv_1                  1    1051
sky130_fd_sc_hd__nor3_1                64       7
sky130_fd_sc_hd__buf_2                 76      42
sky130_fd_sc_hd__nand2b_2               0       4
sky130_fd_sc_hd__clkdlybuf4s50_1        0      46
sky130_fd_sc_hd__buf_12                 0     128
sky130_fd_sc_hd__or3b_2                 4       4
sky130_fd_sc_hd__a21oi_1              192     192
sky130_fd_sc_hd__nor3_2                 0      49
sky130_fd_sc_hd__buf_4                 54     105
sky130_fd_sc_hd__clkinvlp_2             0      26
sky130_fd_sc_hd__nand3b_1               5       5
sky130_fd_sc_hd__clkbuf_16              0     115
sky130_fd_sc_hd__edfxtp_1            1024    1024
sky130_fd_sc_hd__nor2b_4                0       4
sky130_fd_sc_hd__mux2i_1             1024    1024
sky130_fd_sc_hd__clkinv_4               0       5
sky130_fd_sc_hd__nand3_2                0      37
sky130_fd_sc_hd__nand2_1              194     192
sky130_fd_sc_hd__bufinv_16              0      24
sky130_fd_sc_hd__and2_1                34      32
sky130_fd_sc_hd__nor2_4                 0      34
==> what timing repair did <==
action | in CTS | in global routing
pin swaps | 142 | 96
buffers inserted | 3 | 0
hold endpoints to repair | 0 | 0
setup endpoints to repair | 64 | 64
resized | 377 | 57
==> metrics by stage <==
step	instances	power (mW)
floorplan	3422	9.35
global placement	4785	9.97
detailed placement	4785	9.99
CTS	6019	18.5
global route	6018	19.4
finish	6018	18.3
==> routing by layer <==
layer  routed length [um]  track usage (%)
met1                54700             43.3
met2                71700             48.2
met3                24100             25.1
met4                 5260             14.3
met5                  152             1.64
==> worst max-delay path by stage <==
| stage | from | to | slack [ps] | depth (start not counted) |
|---|---|---|---|---|
| after global routing | Registers[5][14]$_DFFE_NP_ | readData2[14] | -300 | 6 |
| final | Registers[7][9]$_DFFE_NP_ | readData2[9] | -170 | 6 |
| after CTS | Registers[7][3]$_DFFE_NP_ | readData1[3] | -230 | 6 |
==> report_power, final <==
| group | switching (mW) | leakage (nW) | internal, mW |
|---|---|---|---|
| clock network | 4.18 | 7.43 | 5.06 |
| registers | 0.0346 | 8.05 | 7.53 |
| logic | 0.903 | 10.5 | 0.557 |
==> logic make-up after synthesis <==
group,synth area share (%)
flops,62.7
simple gates,5.11
buf+inv,3.22
compound gates,8.02
mux,20.9
==> final cells by class <==
| class | instances | area, sq um | share of cell area [%] |
|---|---|---|---|
| clock buffer | 115 | 2880 | 4.62 |
| clock inverter | 1117 | 4930 | 7.90 |
| multi-input combinational | 2141 | 17900 | 28.7 |
| sequential | 1024 | 30700 | 49.3 |
| tap | 1276 | 1600 | 2.56 |
| timing repair buffer | 345 | 4300 | 6.90 |
==> tightest hold or removal path, cell delays in order <==
cell and delay [ps]:
sky130_fd_sc_hd__buf_8 230, sky130_fd_sc_hd__mux2i_1 210, sky130_fd_sc_hd__nand2_1 80, sky130_fd_sc_hd__a31oi_2 130
sky130_fd_sc_hd__nand3_2 90, sky130_fd_sc_hd__buf_6 110
Power figures rest on the tool's default switching activity, not on a simulated workload.
