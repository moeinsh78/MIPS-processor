<file path="constraint.sdc">
current_design superReg2

set clk_period 1.0
set clk_io_pct 0.2

create_clock -name clk0 -period $clk_period [get_ports {clk}]

set non_clock_inputs [all_inputs -no_clocks]
set_input_delay [expr $clk_period * $clk_io_pct] -clock clk0 $non_clock_inputs
set_output_delay [expr $clk_period * $clk_io_pct] -clock clk0 [all_outputs]
</file>
<file path="run.sh">
#!/bin/bash
# OpenROAD 26Q1-2900-gdf79404cd8, Yosys 0.63+post, stock flow scripts
make -C /OpenROAD-flow-scripts/flow DESIGN_CONFIG=/design/flow/config.mk WORK_HOME=/design/flow/orfs finish
</file>
<file path="config.mk">
export PLATFORM = sky130hd
export DESIGN_NAME = superReg2
export DESIGN_NICKNAME = superReg2
export VERILOG_FILES = /design/flow/design.v
export SDC_FILE = /design/flow/constraint.sdc
export NUM_CORES = 4
export LEC_CHECK = 1
export CORE_AREA = 10 10 131 131
export DIE_AREA = 0 0 141 141
</file>
<file path="design.v">
`timescale 1ns/1ns
module superReg2(input [8:0]cntIn,input [31:0]RDataIn1,RDataIn2,ExtDataIn,input [4:0]RtIn,RsIn,RdIn,input clk,
  output reg [8:0]cntOut,output reg [31:0]RDataOut1,RDataOut2,ExtDataOut,output reg [4:0]RtOut,RsOut,RdOut);
  always@(posedge clk) begin
    cntOut <= cntIn;
    RDataOut1 <= RDataIn1;
    RDataOut2 <= RDataIn2;
    ExtDataOut <= ExtDataIn;
    RtOut <= RtIn;
    RsOut <= RsIn;
    RdOut <= RdIn;
  end
endmodule
</file>
==> out/qor.yml <==
detailed_routing:
  antenna_cells: 0
  vias: 1852
  avgViaCountPerCell: 3.22
  drtIter0Drc: 12
  detail_route.first_pass.iterations: 3
  wl_per_cell_um: 15.8
  ant_nets: 0
  drc: 0
  finalWirelength_mm: 9.11
power_and_ir_drop:
  netSwitchingPower_mw: 2.16
  swShare_pct: 18.6
  power_frac_comb_pct: 6.0
  p_leak_nw: 2.25
  clkPwrFrac_pct: 50.1
  p_per_area_nw_per_um2: 2300
  peakVddDrop_uv: 1050
  p_int_mw: 9.46
  p_seq_share_pct: 44.0
hold_path:
  hold_class: "in2reg"
  min_delay_path_depth: 1
  hp-start: "ExtDataIn[10]"
  hold_path_end: "ExtDataOut[10]"
synthesis:
  netlist_instances: 120
  common_cells: "dfxtp_1 (120)"
  syn_area_per_cell_um2: 20.0
  ys_cells: 120
  synth_top_area_share_pct: 100
  yosysTopAreaCell: "dfxtp_1"
  async_reset_ff_share_pct: 0
  top_cell: "dfxtp_1"
  yosys-top-cells-area: "dfxtp_1 (100%)"
  synth-seq-cells: 120
  yosysChipArea_um2: 2400
  synth_cell_types: 1
  ff_type: "dfxtp_1"
  edf_count: 0
  yosysSeqAreaShare_pct: 100
  syn_area_um2: 2400
  ys_warn_count: 1
die:
  dieWidth_um: 141
  std_cell_rows: 44
  die_y_um: 141
  die_area_um2: 19900
  io_pins: 241
  core_area_um2: 14400
  fp_util_pct: 16.7
sta:
  relSlewSlack_pct: 88.1
  setup_viol: 42
  fin_crit_ns: 1.02
  fin_crit_sh_pct: 102
  slew_viol_final: 0
  tightest_slew_ns: 0.179
  hold-worst-slack_ns: 0.233
  hold_viol: 0
  rsz0062_at_grt: "true"
  fmax_mhz: 978
  fin_ws_ns: -0.0228
clock_tree:
  clockBufferDepth: 2
  clk_pin_slew_ns: 0.05
  cts_tree: "yes"
  cts-htree-levels: 4
  cts_root_buf: "clkbuf_16"
  postCtsSetupBuffers: 0
  cts.sinks: 120
  numCtsBuffers: 17
critical_path:
  critPathMaxFanout: 1
  cp-end-kind: "output pin"
  path_buffers: 1
  path_class: "reg2out"
  cp_cell_sequence: "buf_2"
  slowest_stage: "dfxtp_2"
  cp_top_family: "flip-flops"
  startpoint: "ExtDataOut[10]"
  crit_path_start_kind: "flip-flop"
  cp_data_required_time_ns: 0.80
  cpPeakStageDelay_ns: 0.31
  worstPathArrival_ns: 0.82
cells_and_area:
  comb_cells: 0
  stdcell_count: 575
  drive_above_1_share_pct: 43.0
  combGateArea_um2: 0
  fill_cells: 1430
  design_area_um2: 5060
  area_delta_synth_final_pct: 111
placement:
  dp.cells: 544
  postPlaceCellArea_um2: 5030
  place_hpwl_mm: 7.34
  place_congestion: 0.809
  io_buffers: 240
grt:
  grt_max_degree: 17
  grt-ovfl-total: 0
  grt_pass1_vias: 2075
  grt_usage_pct: 8.87
  grt_pass1_wl_mm: 13.4
  antenna_found_initial: 0
job:
  tool_warnings: 27
  drv_cap: 0
run_status:
  violations: "setup timing"
  outcome: "finished with violations"
==> layout by cell type, fill, tap and decap left out <==
master           count
clkinvlp_4           1
dfxtp_2             20
clkinv_2             4
bufinv_16            2
buf_2              116
clkbuf_8             3
clkdlybuf4s50_1    120
clkbuf_16           17
clkinv_4             1
clkbuf_1             3
buf_6                4
dfxtp_1            100
==> cells by family after synthesis <==
kind of cell | count (synthesis) | share of synthesized area, %
DFF | 120 | 100
==> routing by layer <==
metal  GRT usage, %  routed length, um  part of all wire [%]
met5              0                  0                     0
met4           1.36                140                   1.5
met3           5.69               1250                    14
met2           14.9               4490                    49
met1           9.32               3240                    36
==> per-stage QoR <==
| stage | setup WS [ns] | util, % | power (mW) | setup TNS [ns] |
|---|---|---|---|---|
| final | -0.0228 | 35.1 | 11.6 | -0.314 |
| after global routing | -0.0670 | 35.1 | 12.1 | -4.95 |
| after CTS | -0.0553 | 34.8 | 11.8 | -3.05 |
| after detailed placement | -0.0278 | 34.9 | 6.15 | -0.0716 |
| after global placement | -0.0300 | 34.9 | 6.14 | -0.109 |
| after floorplan | 0.538 | - | 5.14 | 0 |
==> state kept, by name (all words and copies together) (netlist names) <==
signal,count
ExtDataOut,32
RDataOut1,32
RDataOut2,32
cntOut,9
RdOut,5
RsOut,5
RtOut,5
==> how the worst max path moves through the flow <==
stage / endpoint / slack (ns) / depth (start not counted)
4_1_cts: ExtDataOut[10] / -0.06 / 1
5_1_grt: RsOut[4] / -0.07 / 1
6_report: ExtDataOut[10] / -0.02 / 1
==> power groups by stage <==
stage,sequential [mW],combinational [mW],clock [mW]
global route,5.13,0.756,6.20
finish,5.11,0.692,5.82
CTS,5.10,0.708,5.99
==> cell type report <==
cell class | instances | area [um^2] | area share (%)
clock buffer | 23 | 478 | 9.45
clock inverter | 8 | 96.3 | 1.90
sequential | 120 | 2430 | 48.0
tap | 184 | 230 | 4.55
timing repair buffer | 240 | 1830 | 36.1
==> repair_timing <==
action,CTS,global route
hold buffers,0,0
gates resized,393,14
setup endpoints to repair,120,120
Power is estimated from default activity; no workload was simulated.
